### design.v
module KeyBoard(
    input clk,
    input ps2_c,
    input ps2_d,
    output reg [10:0] key_event,
    output reg [127:0] key_state
);
reg [3:0] ps2_c_filter, ps2_d_filter;
reg ps2_c_f, ps2_d_f;
reg [10:1] buffer;
reg [3:0] counter;
always @(posedge clk) begin 
    ps2_c_filter <= {ps2_c, ps2_c_filter[3:1]};
    ps2_d_filter <= {ps2_d, ps2_d_filter[3:1]};
    if (ps2_c_filter == 4'b1111)
        ps2_c_f <= 1;
    else if (ps2_c_filter == 4'b0000)
        ps2_c_f <= 0;
    if (ps2_d_filter == 4'b1111)
        ps2_d_f <= 1;
    else if (ps2_d_filter == 4'b0000)
        ps2_d_f <= 0;
end
always @(negedge ps2_c_f) begin
    key_event[7:0] <= buffer[9:2];
    buffer <= {ps2_d_f, buffer[10:2]};
    if (counter == 10) begin
        if(^buffer[9:2]==~buffer[10]) begin
            if (buffer[9:2] == 8'b11110000) begin
                key_event[8] <= 1;
            end 
            else if (buffer[9:2] == 8'b11100000) begin
                key_event[9] <= 1;
            end
            else begin
                key_event[10] <= 1;
                if (key_event[8]) begin   
                    key_state[buffer[9:2]] <= 1'b0;
                end else if (!key_event[9]) begin   
                    key_state[buffer[9:2]] <= 1'b1;
                end
            end
        end
        counter <= 0;
    end 
    else begin
        counter <= counter + 1;
        if(key_event[10]) begin
            key_event[8] <= 0;
            key_event[9] <= 0;
            key_event[10] <= 0;
        end
    end
end
endmodule
### run.sh
#!/bin/bash
# OpenROAD 26Q1-2900-gdf79404cd8, Yosys 0.63+post, stock flow scripts
make -C /OpenROAD-flow-scripts/flow DESIGN_CONFIG=/design/flow/config.mk WORK_HOME=/design/flow/orfs finish
### config.mk
export PLATFORM = sky130hd
export DESIGN_NAME = KeyBoard
export DESIGN_NICKNAME = KeyBoard
export VERILOG_FILES = /design/flow/design.v
export SDC_FILE = /design/flow/constraint.sdc
export NUM_CORES = 4
export LEC_CHECK = 1
export CORE_UTILIZATION = 30
### constraint.sdc
current_design KeyBoard

set clk_period 4.9
set clk_io_pct 0.2

create_clock -name clk0 -period $clk_period [get_ports {clk}]

set non_clock_inputs [all_inputs -no_clocks]
set_input_delay [expr $clk_period * $clk_io_pct] -clock clk0 $non_clock_inputs
set_output_delay [expr $clk_period * $clk_io_pct] -clock clk0 [all_outputs]
==> reports/results.ini <==
[logic_synthesis]
ys.flops=155
ys_seq_share=0.6966
number_of_cells_in_the_yosys_synthesis_report=457
library_cell_with_the_largest_summed_area_after_synthesis=sky130_fd_sc_hd__edfxtp_1
netlist-cell-type-count=48
synth.cell_area_sq_um=6322
area_leaders=sky130_fd_sc_hd__edfxtp_1 62%, sky130_fd_sc_hd__dfxtp_1 7.9%, sky130_fd_sc_hd__nor4_1 6.5%, sky130_fd_sc_hd__nor3_1 5.0%, sky130_fd_sc_hd__ha_1 2.4%
synth_top_flop_cell=sky130_fd_sc_hd__edfxtp_1
synthMostInstantiatedCell=sky130_fd_sc_hd__edfxtp_1
synth_chip_area_sq_um=6322
yosysWarningCount=1
proportion_of_register_bits_with_asynchronous_set_or_reset_after_synthesis=0
synth_top_area_share=0.6175
edf_count=130
synth_area_per_cell_sq_um=13.83
yosys-top-cells-count=130 x sky130_fd_sc_hd__edfxtp_1, 66 x sky130_fd_sc_hd__nor4_1, 63 x sky130_fd_sc_hd__nor3_1
postSynthCellCount=457

[setup_path]
timing.critical_path.from=ps2_c_f
setup.reg_to_reg.worst_slack_ps=3570
rr_worst_depth=2
crit_path_start_kind=flip-flop
critPathKind=reg -> reg
r2r-start=ps2_c_f
critPathCapture=ps2_c_f
cp_data_arrival_time_ps=1480
path_max_fanout=73
critical_path.reg2reg.endpoint=ps2_c_f
crit_end_element=flip-flop
crit_required_ps=5050

[power_and_ir_drop]
switching_share=0.2700
cellPowerDensity_nw_per_um2=53.34
power.internal_mw=0.3099
net-switching-power_mw=0.1146
ir_drop_mv=0.2170
clock_power_share=0.324
power_frac_seq=0.447
p_comb_frac=0.229
total_leakage_power_nw=2.374

[route]
routed_wire_length_per_instance_microns=17.53
routed_wirelength_microns=14690
drt_pre_antenna_iters=4
antenna_left=0
post_drt_via_cell_ratio=4.943
dr.first_iter.drc_count=215
drt_drc_violations_left=0
vias=4142
antenna-diode-count=0

[floorplan]
top_level_ports=142
total_number_of_placement_rows=52
chip_area_sq_um=21660
floorplan.core_util=0.3095
fp.dieH_microns=147.2
die_wd_microns=147.2
design.core.area_sq_um=20430

[final_timing]
rsz0062_at_grt=false
finalSetupViolCount=0
maxClockFrequency_mhz=752.0
unclocked_regs=145
layout_worst_path_cycle_share=0.2714
final.setup.tns_ps=0
final_max_slew_viol_count=0
worst_slew_pin_slew_ps=927.9
max-slew-margin-rel=0.3814
timing.final.ws_setup_ps=3570
hold_viol=0
finalWorstPathRequiredPeriod_ps=1330
worst_skew_ps=0.1276
endpoints_left_unconstrained=414

[clock_network]
postCtsSetupRepairBufs=0
clock.latency.late_pin_ps=230
post_cts.resized_instances=0
ctsLongestPathBuffers=2
clkTransAtPathRegs_ps=40
cts_root_buffer=sky130_fd_sc_hd__clkbuf_16
cts_tree=done
ctsHoldBuffers=0
cts_buffers=3
cts_max_level=1

[global_routing]
total_track_usage=0.1420
antenna_found_initial=0
grt.overflow.total=0
wire_length_of_the_first_global_routing_pass_microns=22830
grt_start_max_net_pins=101
grt_pass1_vias=4093

[flow_run]
cap_viol_max_count=0
log.warning_count=34

[layout]
drive_gt1_frac=0.05282
layout-area-overhead-vs-synth_pct=25.89

[min_path]
worst_hold_path_type=reg -> reg
hold_start=ps2_d_filter[1]

[placed_design]
gp_congestion=0.8537
post-place-ws_ps=3406
io_buffers=141
dp_hpwl_microns=10080

[status]
outcome=finished clean

## per-layer routing
metal,part of all wire,GRT usage,wire (microns),vias up
met2,0.46,0.2142,6828,178
met5,0,0,0,-
li1,-,-,-,1978
met1,0.46,0.2343,6699,1976
met4,0.011,0.01443,159,0
met3,0.069,0.02789,1007,10
## worst max-delay path, cell delays in order (launching register included)
cell,delay (ps)
sky130_fd_sc_hd__dfxtp_1,340
sky130_fd_sc_hd__clkinv_2,590
sky130_fd_sc_hd__a21oi_1,320
## placed cells by master (no fill, tap or decap), drive strengths merged
| cell type | synthesis | routed |
|---|---|---|
| or4 | 2 | 2 |
| o2111ai | 1 | 1 |
| ha | 12 | 12 |
| buf | 28 | 8 |
| o31a | 1 | 1 |
| nor4 | 68 | 68 |
| a31oi | 3 | 3 |
| o41ai | 1 | 1 |
| nand3b | 1 | 1 |
| xor2 | 2 | 2 |
| xnor2 | 7 | 7 |
| o22ai | 2 | 2 |
| nand4 | 5 | 5 |
| clkbuf | 13 | 3 |
| nor2b | 4 | 4 |
| and4 | 1 | 1 |
| inv | 12 | 10 |
| o21ai | 5 | 5 |
| nor2 | 6 | 6 |
| dfxtp | 25 | 25 |
| o2bb2ai | 1 | 1 |
| a2111oi | 1 | 1 |
| nand2b | 6 | 6 |
| a21oi | 3 | 3 |
| clkinv | 1 | 3 |
| clkdlybuf4s50 | 0 | 141 |
| xnor3 | 1 | 1 |
| or3 | 3 | 3 |
| edfxtp | 130 | 130 |
| nand3 | 23 | 23 |
| nand2 | 24 | 24 |
| a211oi | 1 | 1 |
| nor3 | 64 | 64 |
## power groups by stage
stage / Clock [mW] / Combinational (mW) / Sequential [mW]
final: 0.137 / 0.0974 / 0.190
after global routing: 0.143 / 0.107 / 0.191
after CTS: 0.139 / 0.0985 / 0.190
## worst min path at each step
| stage | endpoint | slack [ps] | cells after the start |
|---|---|---|---|
| final | ps2_d_filter[0] | 350 | 0 |
| after global routing | ps2_c_filter[0] | 360 | 0 |
| after CTS | ps2_d_filter[0] | 350 | 0 |
## layout make-up
class / instances / area [sq um]
clock buffers: 3 / 75.07
fillers: 1931 / 12470
inverters: 13 / 51.30
multi-input cells: 248 / 1619
flip-flops and latches: 155 / 4404
well taps: 270 / 337.8
repair buffers: 149 / 1471
## metrics by stage
step,cells,util,area (sq um),total power [mW],hold WS [ps]
2_1_floorplan,457,-,6322,0.2595,331.5
3_3_place_gp,835,0.3859,7884,0.2868,339.9
3_5_place_dp,835,0.3859,7884,0.2892,338.7
4_1_cts,838,0.3896,7959,0.4270,352.9
5_1_grt,838,0.3896,7959,0.4410,359.8
6_report,838,0.3896,7959,0.4246,352.0
## cell families after synthesis
| group | after synthesis | share of synthesized area |
|---|---|---|
| buffers and inverters | 54 | 0.04848 |
| adder cells (fa/ha/maj) | 12 | 0.02375 |
| AND/OR/NAND/NOR | 207 | 0.1874 |
| flip-flops | 155 | 0.6966 |
| XOR/XNOR | 10 | 0.01722 |
| AND-OR/OR-AND | 19 | 0.02652 |
Power figures rest on the tool's default switching activity, not on a simulated workload.
