==> ./run.sh <==
#!/bin/bash
# OpenROAD 26Q1-2900-gdf79404cd8, Yosys 0.63+post, stock flow scripts
make -C /OpenROAD-flow-scripts/flow DESIGN_CONFIG=/design/flow/config.mk WORK_HOME=/design/flow/orfs finish
==> ./config.mk <==
export PLATFORM = sky130hd
export DESIGN_NAME = GetState
export DESIGN_NICKNAME = GetState
export VERILOG_FILES = /design/flow/design.v
export SDC_FILE = /design/flow/constraint.sdc
export NUM_CORES = 4
export LEC_CHECK = 1
export CORE_UTILIZATION = 30
==> ./constraint.sdc <==
current_design GetState

set clk_period 3.3
set clk_io_pct 0.2

create_clock -name clk0 -period $clk_period [get_ports {clk}]

set non_clock_inputs [all_inputs -no_clocks]
set_input_delay [expr $clk_period * $clk_io_pct] -clock clk0 $non_clock_inputs
set_output_delay [expr $clk_period * $clk_io_pct] -clock clk0 [all_outputs]
==> ./design.v <==
module GetState (
    input clk,enter,pause,left,down,right,
    input [3:0] state,
    input [9:0] textId,
    input [5:0] level,
    input [20:0] playerHp,
    input [20:0] enemyHp,
    output reg [3:0] next_state,
    output reg [9:0] next_textId,
    output reg [5:0] next_level,
    output reg [1:0] next_attackLevel,
    output reg [1:0] next_healthLevel,
    output reg [1:0] next_dexLevel
);
reg ableToPress;
integer counter;
initial begin
    next_state<=0;
    next_level<=0;
    next_textId<=0;
    next_attackLevel<=0;
    next_healthLevel<=0;
    next_dexLevel<=0;
    counter<=0;
    ableToPress<=1;
end
always @(posedge clk) begin
    if(ableToPress==0) begin
        if(counter<32'd20000000)
            counter++;
        else begin
            counter<=0;
            ableToPress<=1;
        end
    end
    case(state)
        0:begin
            if(enter&&ableToPress) begin
                ableToPress<=0;
                next_state<=7;
                next_textId<=0;
            end
        end
        1:begin
            if(enter)
                next_state<=2;
        end
        2:begin
            if(playerHp==0)
                next_state<=5;
            else if(enemyHp==0)begin
                if(level==5)
                    next_state<=4;
                else
                    next_state<=3;
            end
            else if(pause)
                next_state<=1;
        end
        3:begin
            if(enter&&ableToPress) begin
                ableToPress<=0;
                next_state<=7;
            end
        end
        4:begin
            if(pause&&ableToPress) begin
                ableToPress<=0;
                next_state<=0;
                next_level<=0;
                next_textId<=0;
                next_attackLevel<=0;
                next_healthLevel<=0;
                next_dexLevel<=0;
            end
        end
        5:begin
            if(enter&&ableToPress) begin
                ableToPress<=0;
                next_state<=2;
            end
            if(pause&&ableToPress) begin
                ableToPress<=0;
                next_state<=0;
            end
        end
        6:begin
            if(enter&&ableToPress) begin
                ableToPress<=0;
                case(textId)
                    0:begin
                        next_textId<=1;
                        next_level<=1;
                    end
                    1:begin
                        next_textId<=2;
                        next_state<=2;
                    end
                    2:begin
                        next_textId<=3;
                        next_level<=2;
                    end
                    3:begin
                        next_textId<=4;
                        next_state<=2;
                    end
                    4:begin
                        next_textId<=5;
                        next_level<=3;
                    end
                    5:begin
                        next_textId<=6;
                        next_state<=2;
                    end
                    6:begin
                        next_textId<=7;
                        next_level<=4;
                    end
                    7:begin
                        next_textId<=8;
                        next_state<=2;
                    end
                    8:begin
                        next_textId<=9;
                        next_level<=5;
                    end
                    9:begin
                        next_state<=2;
                    end
                endcase
            end
        end
        7:begin
            if(ableToPress&&left&&next_attackLevel<3) begin
                ableToPress<=0;
                next_attackLevel++;
                next_state<=6;
            end
            else if(ableToPress&&down&&next_healthLevel<3) begin
                ableToPress<=0;
                next_healthLevel++;
                next_state<=6;
            end
            else if(ableToPress&&right&&next_dexLevel<3) begin
                ableToPress<=0;
                next_dexLevel++;
                next_state<=6;
            end
        end
    endcase
end
endmodule
==> flow_summary.ini <==
; flow metrics
[run_status]
status = complete, no violations

[yosys]
synth-area-yosys_um2 = 3070
synth.cell_area_um2 = 3070
synth_warnings = 1
post_synth_inst_count = 290
synth.yosys.num_cells = 290
synth_sequential_area_ratio_pct = 47.60
enable_flop_cells = 48
synth_flops = 49
syn_avg_cell_area_um2 = 10.59
synth-main-ff-cell = sky130_fd_sc_hd__edfxtp_1
synth_cell_types = 47
synth_async_sr_flop_share_pct = 0

[power]
finalPower_uw = 1373
sequentialPowerShare_pct = 53.9
internal_power_component_uw = 1059
netSwitchingPower_uw = 314.2
worst_ir_drop_vdd_mv = 0.1614
clock_share_of_power_pct = 31.6
cellPowerDensity_nw_per_um2 = 336.1
share_comb_of_total_power_pct = 14.5
p_leak_uw = 0.001346
power.switching_fraction_pct = 22.88

[job]
warning_count = 25
maxCapViolations = 0

[die]
fp.coreArea_um2 = 9864
die_width_um = 103.2
row_count = 36
initCoreUtil_pct = 31.13
die-area_um2 = 10640
io_pins = 94
die_y_um = 103.2

[worst_setup_path]
cp_cell_sequence = clkdlybuf4s50_1, or4_4, nor2_8, nand3_2, a2111oi_2
crit_fanout = 7
cp_top_family = simple AND/OR/NAND/NOR gates
timing.critical_path.slowest_cell_delay_ns = 0.62
cp.required_ns = 3.25
startpoint_type_of_the_worst_setup_path = input pin
setup.worst_path.class = input pin to register
cp_num_buf_inv = 1
cp_max_delay_cell = sky130_fd_sc_hd__a2111oi_2
cp_data_arrival_time_ns = 2.49
crit_end_element = register

[detailed_routing]
detailedRoute.firstPassIterationCount = 4
vias_per_cell = 4.545
detailedRoute.firstIterationViolations = 72
drcViolationCount = 0
vias = 2327
postRouteAntennaNets = 0
routed_wl_um = 6117
n_antenna_cell = 0
routed_wire_length_per_instance_um = 11.95

[place]
dpl_cell_area_um2 = 3969
port_buffers = 83
detailed_place_hpwl_um = 4805
place_congestion = 0.7864

[global_routing]
grt_antenna_before_repair = 0
grt_usage_pct = 12.43
grt_overflow = 0
first_global_vias = 2241
maximum_number_of_pins_on_one_net_before_global_route_repair = 33
grt_pass1_wl_um = 10080

[clocking]
cts_inserted_buffers = 5
holdBufCountCts = 0
cts_root_buf = sky130_fd_sc_hd__clkbuf_8
clock_sinks = 49
tritoncts = built
cts_setup_buffers = 0
clkSlewWorstSetupHoldPaths_ns = 0.09
ctsResizeCount = 0
cts_h_tree_depth = 2
cts.path.max_buffers = 2
clock_insertion_delay_worst_skew_ns = 0.30

[final_timing]
finalClockPeriodUsage_pct = 77.11
finalWorstPathRequiredPeriod_ns = 2.545
timing.final.hold_violations = 0
timing.clock.skew_ns = 0.01063
relSlewSlack_pct = 60.91
setup-violations-final = 0
clock.fmax_mhz = 393.0
setup-tns-final_ns = 0
final-max-slew-violation-count = 0
rsz_0062_raised_after_global_routing = false
timing_worst_slew_pin_value_ns = 0.5852

[cells_and_area]
final_cell_area_um2 = 4085
layout.filler_cells = 918
syn_to_final_growth_pct = 33.05
final_core_utilization_pct = 41.41
fraction_of_layout_cells_with_a_size_suffix_above_1_pct = 11.61
mostFrequentLayoutCells = 83 x sky130_fd_sc_hd__clkdlybuf4s50_1, 48 x sky130_fd_sc_hd__edfxtp_1, 32 x sky130_fd_sc_hd__nor2_1
layout_top_cell = sky130_fd_sc_hd__clkdlybuf4s50_1

[min_path]
hold_wc_path_type = register to register
==> flip-flops by register name (all words and copies together), names as in the netlist <==
name / count
next_textId: 4
next_dexLevel: 2
next_healthLevel: 2
next_state: 3
counter: 32
next_attackLevel: 2
ableToPress: 1
next_level: 3
==> area by class of cell <==
class	instances	area [µm²]	share of cell area, %
multi-input combinational	230	1469	35.96
clock inverter	3	47.55	1.164
clock buffer	5	68.82	1.685
sequential	49	1461	35.77
tap	133	166.4	4.074
inverter	7	26.28	0.6432
timing repair buffer	85	845.8	20.70
==> kinds of logic (layout without fill, tap and decap cells) <==
family	count (synthesis)	in the layout	synth area share (%)
multiplexers	1	1	0.3260
buffers and inverters	27	100	6.520
AND-OR/OR-AND	33	33	7.172
adder cells (fa/ha/maj)	4	4	1.630
AND/OR/NAND/NOR	149	149	29.22
other	1	17	0.1221
flip-flops	49	49	47.60
XOR/XNOR	26	26	7.416
==> final timing paths <==
path,slack (ns),startpoint,endpoint,cells past startpoint
min reg2reg,0.60,next_healthLevel[0],next_healthLevel[0],1
min,0.60,next_healthLevel[0],next_healthLevel[0],1
max reg2reg,1.14,counter[30],ableToPress,4
max,0.76,textId[5],next_textId[3],5
==> power groups by stage <==
| stage | combinational (µW) | clock [µW] | sequential, µW |
|---|---|---|---|
| 5_1_grt | 220 | 471 | 744 |
| 4_1_cts | 202 | 449 | 739 |
| 6_report | 199 | 434 | 739 |
==> worst register-to-register path: stages, from the launching register on <==
cell,delay [ns]
sky130_fd_sc_hd__edfxtp_1,0.37
sky130_fd_sc_hd__or4_4,0.55
sky130_fd_sc_hd__nor4_4,0.23
sky130_fd_sc_hd__nand4_4,0.51
sky130_fd_sc_hd__o22a_1,0.40
==> per-stage QoR <==
step / instances / hold slack (ns) / worst slack [ns]
after CTS: 512 / 0.5986 / 0.7465
after global routing: 512 / 0.6259 / 0.5981
final: 512 / 0.5953 / 0.7553
after global placement: 504 / 0.5811 / 0.4551
after detailed placement: 504 / 0.5858 / 0.4136
after floorplan: 306 / 0.5378 / 0.9076
==> cells in the mapped netlist (all sizes together) (2+ instances only) <==
cell type  number  area share, %
nand2          18            2.2
nor2           53            8.6
a41oi           2           0.57
nor3b           2           0.49
xnor2          10            2.9
and2            4           0.86
a2111oi         2           0.98
ha              4            1.6
or4             4            1.2
nand3          15            2.6
and3            3           0.61
edfxtp         48             47
a21oi           9            1.5
o31ai           2           0.49
inv             7           0.86
buf            16            4.5
xor2           16            4.6
nand4           9            2.3
nor4b           2           0.57
nor3           10            1.6
a31oi           7            1.4
nand2b          6            1.2
nor2b           5            1.0
o21ai           6           0.98
nor4           15            4.9
clkbuf          4            1.1
==> per-layer routing <==
layer | GRT usage [%] | part of all wire (%) | wire length [µm] | up-vias
met2 | 21.79 | 49 | 2999 | 81
met1 | 17.15 | 44 | 2699 | 1034
met3 | 2.343 | 6.2 | 382 | 5
met4 | 0.9751 | 0.59 | 36 | 0
met5 | 0 | 0 | 0 | -
li1 | - | - | - | 1207
Power figures rest on the tool's default switching activity, not on a simulated workload.
